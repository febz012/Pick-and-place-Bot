==> flow/design.v <==
module SM1068_PWM_Generator(
	input clk,              
	output PWM_OUT          
);
reg [15:0]clk_cnt=0;
reg div_out;
reg [15:0]on_time;
always @(*) begin
on_time<=100000;
end
always @(posedge clk) begin
clk_cnt<=(clk_cnt<102040)?clk_cnt+1:0;
div_out<=(clk_cnt<on_time)?0:1;
end
assign PWM_OUT=div_out;
endmodule
==> flow/run.sh <==
#!/bin/bash
# OpenROAD 26Q1-2900-gdf79404cd8, Yosys 0.63+post, stock flow scripts
make -C /OpenROAD-flow-scripts/flow DESIGN_CONFIG=/design/flow/config.mk WORK_HOME=/design/flow/orfs finish
==> flow/config.mk <==
export PLATFORM = sky130hd
export DESIGN_NAME = SM1068_PWM_Generator
export DESIGN_NICKNAME = SM1068_PWM_Generator
export VERILOG_FILES = /design/flow/design.v
export SDC_FILE = /design/flow/constraint.sdc
export NUM_CORES = 4
export LEC_CHECK = 1
export CORE_AREA = 10 10 86 86
export DIE_AREA = 0 0 96 96
==> flow/constraint.sdc <==
current_design SM1068_PWM_Generator

set clk_period 3.8
set clk_io_pct 0.2

create_clock -name clk0 -period $clk_period [get_ports {clk}]

set non_clock_inputs [all_inputs -no_clocks]
set_input_delay [expr $clk_period * $clk_io_pct] -clock clk0 $non_clock_inputs
set_output_delay [expr $clk_period * $clk_io_pct] -clock clk0 [all_outputs]
==> results.rst <==
Implementation results
======================

.. list-table::
   :header-rows: 1

   * - Metric
     - Value
   * - Run status
     - finished clean
   * - WL per Instance
     - about 7.4 um
   * - Required time of the critical path
     - 3.04 ns
   * - Area after DPL
     - between 700 and 800 um2
   * - Proportion of total power due to net switching
     - 0.1871
   * - CP Cell Sequence
     - clkdlybuf4s50_1
   * - Register share after synthesis
     - 0.4945
   * - Via count of the first global-routing pass
     - 429
   * - Unrepaired setup endpoints after global routing
     - false
   * - Max-slew violation count
     - 0
   * - DIE WIDTH
     - 96 um
   * - Number of cells in the finished layout apart from fillers
     - 140
   * - Proportion of layout cells with a drive suffix above 1
     - 0.1471
   * - Count of unresolved DRC violations after routing
     - 0
   * - Critical path's largest stage delay
     - around 0.45 ns
   * - Number of buffers inserted by hold repair at cts
     - 0
   * - Register-to-register path setup slack
     - around 2.5 ns
   * - Post-synthesis cell count from yosys
     - 63
   * - Layout area overhead
     - 21.09%
   * - Critical path buffers and inverters
     - 1
   * - Number of instances in the synthesized netlist
     - between 60 and 70
   * - Via-per-instance ratio
     - between 3 and 4
   * - Vias post-DR
     - 434
   * - Clk Tree Root Cell
     - clkbuf_8
   * - Proportion of power drawn by flip-flops and latches
     - 0.574
   * - Final critical delay including setup and external delays
     - between 1.5 and 2 ns
   * - Internal
     - 0.0002525 W
   * - Number of design-rule violations left by the first detailed-router iteration
     - 11
   * - Synth unique cells
     - 18
   * - Hold Path Stages
     - 1
   * - Synthesized chip area reported by yosys
     - around 700 um2
   * - Antenna fix cells
     - 0
   * - Timing-limited maximum frequency
     - roughly 570 MHz
   * - Number of endpoints with negative hold slack in the final report
     - 0
   * - Average footprint of a synthesized cell
     - roughly 11 um2
   * - Sum of negative setup slack
     - 0 ns
   * - Worst Min Path Start
     - clk_cnt[0]
   * - Number of buffers on the longest clock path
     - 2
   * - Full die area
     - 9216 um2
   * - Slew at the pin with the worst max-slew slack
     - approximately 0.29 ns
   * - Largest net degree at the start of global routing
     - 10
   * - Starting utilization of the core area
     - 0.1242
   * - Worst Hold Endpoint
     - clk_cnt[0]
   * - Part of the cycle the worst path needs
     - 0.4623
   * - Total global routing overflow
     - 0
   * - WL final
     - ~1000 um
   * - Capture point of the worst reg-to-reg path
     - clk_cnt[14]
   * - Cts bufs inserted
     - 3
   * - Log Warnings
     - 25
   * - Dominant delay contributor by cell family on the critical path
     - buffers and inverters
   * - First-pass iteration count of the detailed router
     - 4
   * - Synthesized cell area
     - ~690 um2
   * - Finished Cell Area
     - around 830 um2
   * - CTS tree
     - done
   * - GRT Overall Usage
     - 0.02543
   * - Gpl congestion
     - 0.7754
   * - Power density relative to cell area
     - about 370 nW/um2
   * - Seq cells post-synth
     - 17
   * - Peak supply drop
     - roughly 0.27 mV
   * - Cell Count Post-Placement
     - approximately 140
   * - Kind of critical path
     - register to primary output
   * - Count of buffers added by post-CTS timing repair for setup
     - 0
   * - Post-CTS sizing
     - 0
   * - Critical path capture point type
     - primary output
   * - Chip Height
     - 96 um
   * - Number of placed I/O pins
     - 2
   * - Switching component of the power
     - 0.00005809 W
   * - Max-Cap Viols
     - 0
   * - Antenna-violating nets left
     - 0
   * - Buffers on Ports
     - 1
   * - H-tree Lvls
     - 1
   * - Arrival time at the worst endpoint
     - ~1 ns
   * - Detail Placement HPWL
     - 684.6 um
   * - Global-route wire length before repair
     - between 1500 and 2000 um
   * - Worst Hold Class
     - register to register
   * - Slowest-stage cell, CP
     - clkdlybuf4s50_1
   * - Site row count
     - 27
   * - RR Startpoint
     - clk_cnt[0]
   * - Sink Count
     - 17
   * - Stages on the worst setup path
     - 1
   * - Relative contribution of the clock network to total power
     - 0.426
   * - Total power
     - roughly 0.00031 W
   * - Combinational power share
     - 0
   * - Critical Path Start Type
     - register
   * - Floorplan Core Area
     - 5540 um2
   * - Biggest fanout along the worst timing path
     - 1
   * - Number of warnings issued by yosys
     - 1
   * - Worst slew margin
     - 0.8070
   * - Clock slew at the register clock pins of the worst setup and hold paths
     - about 0.060 ns
   * - Worst reg-to-reg path cell count
     - 4
   * - Insertion delay at the late pin of the worst-skew pair
     - around 0.25 ns
   * - Lkg Pwr
     - slightly above 0.3 nW
   * - Final tally of setup violations
     - 0
   * - Number of antenna violations at the first check in global routing
     - 0
   * - Layout Skew
     - 0.001687 ns
-- layer usage --
metal	up-vias	global-route usage	wire length, um
met2	6	0.03587	419
li1	227	-	-
met3	0	0.009434	56
met1	201	0.03791	564
met5	-	0	0
met4	0	0.001229	0
-- power by group through the flow --
| stage | logic, W | registers, W | clock network [W] |
|---|---|---|---|
| after CTS | 0.000000000144 | 0.000178 | 0.000138 |
| after global routing | 0.000000000144 | 0.000178 | 0.000149 |
| final | 0.000000000144 | 0.000178 | 0.000132 |
-- kinds of logic after synthesis --
family | Yosys count | share of synthesized area
flip-flops | 17 | 0.4946
adder cells (fa/ha/maj) | 1 | 0.01818
buffers and inverters | 4 | 0.02181
XOR/XNOR | 14 | 0.1782
AND-OR/OR-AND | 3 | 0.02544
AND/OR/NAND/NOR | 24 | 0.2618
-- area by class of cell --
| type | instances | area (um2) |
|---|---|---|
| clock buffer | 4 | 45.04 |
| fill | 626 | 4707 |
| inverter | 4 | 15.01 |
| multi-input combinational | 42 | 332.8 |
| sequential | 17 | 340.3 |
| tap | 72 | 90.09 |
| timing repair buffer | 1 | 10.01 |
-- cell usage after synthesis --
library cell | instances | share of area
dfxtp_1 | 17 | 0.49
xor2_1 | 8 | 0.10
xnor2_1 | 6 | 0.076
inv_1 | 4 | 0.022
nand3_1 | 4 | 0.029
nor4_2 | 4 | 0.073
nand2_1 | 3 | 0.016
nand4_1 | 3 | 0.027
nor2_1 | 3 | 0.016
nor3_1 | 3 | 0.022
a21oi_1 | 1 | 0.0073
and3_2 | 1 | 0.011
ha_1 | 1 | 0.018
nand3_4 | 1 | 0.025
nand4_4 | 1 | 0.031
o21a_1 | 1 | 0.011
o21ai_0 | 1 | 0.0073
or4_1 | 1 | 0.011
-- worst max path at each step --
stage	slack [ns]	endpoint	startpoint
6_report	2.04	PWM_OUT	div_out
5_1_grt	1.99	PWM_OUT	div_out
4_1_cts	2.03	PWM_OUT	div_out
-- sequential cells by signal, summed over array words and instances (netlist names) --
register	count
clk_cnt	16
div_out	1
-- through the flow --
stage / hold slack [ns] / util / worst slack (ns)
floorplan: 0.4022 / - / 2.626
global placement: 0.4109 / 0.1423 / 2.296
detailed placement: 0.4190 / 0.1423 / 2.304
CTS: 0.4348 / 0.1504 / 2.028
global route: 0.4875 / 0.1504 / 1.994
finish: 0.4311 / 0.1504 / 2.043
-- cell usage in the layout, fill, tap and decap left out, types with 3 or more instances in the layout --
master | synthesis | layout
clkbuf_8 | 0 | 3
nand4_1 | 3 | 3
nor2_1 | 3 | 3
inv_1 | 4 | 4
xnor2_1 | 6 | 6
dfxtp_1 | 17 | 17
nor4_2 | 4 | 4
nand2_1 | 3 | 3
nor3_1 | 3 | 3
xor2_1 | 8 | 8
nand3_1 | 4 | 4
No activity file was given, so power comes from the tool's default toggle rates.
